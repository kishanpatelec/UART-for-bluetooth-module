===== design/flow/design.v =====
`timescale 1ns / 1ps
module Recieve_byte(rx,clk,buf_byte,en
    );
input rx,clk;
wire [7:0] hexcode;
output reg [1:0] en;
wire nclk;
reg com,seg;
output reg [7:0] buf_byte;
reg [3:0] pos;
reg [15:0] count;
reg [3:0] msb_n, lsb_n; 
reg [3:0] add;
initial begin
	pos=4'd0;
	com=0;
	seg=0;   
	count=0;   
end
fd f(clk,nclk);
memory_hexcode mhc(clk,hexcode,add);
always @(posedge nclk) begin
   if((pos==4'd0) && (rx==0)) begin
		pos=pos+1;
		com=1;
	end
	else if((pos==4'd9)&&(rx==1)) begin	
		pos=4'd0;
		com=0;
	end
	else if((com==1)) begin 
		buf_byte[pos-1]=rx;	
		pos=pos+1;
	end
end	
always @(posedge clk) begin
	count=count+1;
	if(count==50000)
		seg=~seg;
end
always begin
	lsb_n[3:0]=buf_byte[3:0];
	msb_n[3:0]=buf_byte[7:4];
end	
always @(posedge clk) begin
	if(seg==0) begin
		en=1;
		add=lsb_n[3:0];
	end	
	else begin
		en=2;
		add=msb_n[3:0];
	end
end	
endmodule
`timescale 1ns / 1ps
module fd(clk,nclk);
	input clk;
	output reg nclk;
	reg [10:0] count;
	initial begin
		nclk=0;
		count=0;
	end
	always @(posedge clk) begin
		count=count+1;
		if((count==11'd1302)) begin
			nclk=~nclk;
			count=0;
		end
	end
endmodule
`timescale 1ns / 1ps
module memory_hexcode(clk,data,add);
	input [3:0] add;
   output reg [7:0] data;
   input clk;
	reg [7:0] mem [15:0];
initial begin
		mem[0]=8'hC0;
		mem[1]=8'hF3;
		mem[2]=8'hA4;
		mem[3]=8'hB0;
		mem[4]=8'h99;
		mem[5]=8'h92;
		mem[6]=8'h82;
		mem[7]=8'hF8;
		mem[8]=8'h80;
		mem[9]=8'h90;
		mem[10]=8'h88;
		mem[11]=8'h83;
		mem[12]=8'hC6;
		mem[13]=8'hA1;
		mem[14]=8'hB6;
		mem[15]=8'h8E;	
end		
always @(posedge clk)	
		data=mem[add];
endmodule

===== design/flow/run.sh =====
#!/bin/bash
# OpenROAD 26Q1-2900-gdf79404cd8, Yosys 0.63+post, stock flow scripts
make -C /OpenROAD-flow-scripts/flow DESIGN_CONFIG=/design/flow/config.mk WORK_HOME=/design/flow/orfs finish

===== design/flow/config.mk =====
export PLATFORM = sky130hd
export DESIGN_NAME = Recieve_byte
export DESIGN_NICKNAME = Recieve_byte
export VERILOG_FILES = /design/flow/design.v
export SDC_FILE = /design/flow/constraint.sdc
export NUM_CORES = 4
export LEC_CHECK = 1
export CORE_UTILIZATION = 30

===== design/flow/constraint.sdc =====
current_design Recieve_byte

set clk_period 4.0
set clk_io_pct 0.2

create_clock -name clk0 -period $clk_period [get_ports {clk}]

set non_clock_inputs [all_inputs -no_clocks]
set_input_delay [expr $clk_period * $clk_io_pct] -clock clk0 $non_clock_inputs
set_output_delay [expr $clk_period * $clk_io_pct] -clock clk0 [all_outputs]

==> GITHUB_STEP_SUMMARY <==
### Yosys + OpenROAD results

| Metric | Value |
|---|---|
| PwrDens | `236 nW/um2` |
| Hold Crit Class | `reg2reg` |
| DRT iter0 DRCs | `45` |
| Min cycle time layout | `2160 ps` |
| Async SR Flop Fraction | `0` |
| Reg clk slew, reported paths | `60 ps` |
| Worst-Skew Late Latency | `280 ps` |
| Critical Path AT | `2160 ps` |
| Yosys reg bits | `44` |
| Seq/Total Area, Yosys | `0.429` |
| Ports | `12` |
| Dominant kind of combinational cell | `simple AND/OR/NAND/NOR gates` |
| Max Fclk | `463 MHz` |
| R2R depth | `6` |
| Startpoint Class | `register` |
| Worst-margin pin slew | `804 ps` |
| Yosys chip area | `2380 um2` |
| And+or+nand+nor area frac | `0.247` |
| Pre-CTS setup slack | `1850 ps` |
| Global-route wire length before repair | `7.12 mm` |
| Pleak | `1.02 nW` |
| DRT Pass-1 Iters | `4` |
| Slew Viols, Final | `0` |
| Distinct cells, synth | `47` |
| Yosys aoi share | `0.0747` |
| Avg Inst Size Synth | `9.63 um2` |
| GRT Util Overall | `0.104` |
| Placer's final routability congestion estimate | `0.815` |
| Die footprint | `8290 um2` |
| Die Y | `91.0 um` |
| Final period util | `0.540` |
| Vias in the first global route | `1,582` |
| RSZ-0062 raised after global routing | `no` |
| Cells after Synth | `247` |
| Clock Path Buffers | `2` |
| Max FO, Critical Path | `7` |
| Clk root buf | `clkbuf_8` |
| Congestion Overflow GR | `0` |
| Detailed-route via count | `1,710` |
| Max-slew headroom | `0.463` |
| Ys cells | `247` |
| Final critical-path setup slack | `1840 ps` |
| Num CTS Buffers | `5` |
| CTS Hold Buffers Added | `0` |
| Post-CTS Resized | `0` |
| Number of unconstrained endpoints | `33` |
| Die X | `91.0 um` |
| Register pins left without a clock | `13` |
| Layout overhead on the synthesized area | `13.2%` |
| PortBufs | `11` |
| Routed wire length | `3.95 mm` |
| EDFF count, synth | `14` |
| Stage-log warning count | `31` |
| Routed len/inst | `11.0 um` |
| Synthesized area | `2380 um2` |
| Critical path class | `reg2reg` |
| Xor/xnor share | `0.0957` |
| Final hold vios | `0` |
| CP endpoint kind | `register` |
| Post-route setup TNS | `0 ps` |
| Hold path depth | `0` |
| DRT antenna net count | `0` |
| Adders+Majority by Area | `0.0789` |
| Hpwl dp | `2.82 mm` |
| Peak supply drop | `0.298 mV` |
| Final setup fails | `0` |
| Post-synth mux share | `0.0379` |
| Diode count | `0` |
| Initial antenna violation count | `0` |
| Critical Path RT | `4000 ps` |
| Fp util | `0.309` |
| CTS tree | `yes` |
| Yosys warning total | `3` |
| Largest net degree at the start of global routing | `16` |
| Setup Fix Bufs, Post-CTS | `0` |
| Core Region | `7690 um2` |
| Share of cells above drive strength 1 | `0.0856` |
| Ys flop type | `dfxtp_1` |
| # rows | `32` |
| Status | `completed` |
| DRC | `0` |
| Layout Skew | `3.79 ps` |
| Max-cap violations | `0` |
| H-Tree Depth | `2` |
| Vias per Instance | `4.76` |
worst max-delay path, stage by stage (launching register included):
cell and delay [ps]:
dfxtp_1 430, ha_1 290, nand3_1 260, nor3_1 290
xor2_1 110, a211o_1 230, and4bb_1 260
metrics by stage:
stage	utilization	cells	cell area, um2	power (W)	hold WS (ps)
final	0.350	359	2690	0.000635	369
after global routing	0.350	359	2690	0.000657	387
after CTS	0.350	359	2690	0.000641	367
after detailed placement	0.335	351	2570	0.000322	355
after global placement	0.335	351	2570	0.000322	352
after floorplan	-	247	2380	0.000320	348
cells in the final DEF (no fill, tap or decap), drive strengths merged, types with 4 or more instances in the layout:
master and count:
nand3 14, ha 15, clkdlybuf4s50 11, xnor2 10
clkbuf 6, edfxtp 14, o21ai 5, nor3 12
mux2 8, xor2 16, nor2 16, a21oi 7
inv 12, nor3b 4, dfxtp 30, or3 4
and3 5, nand4 8, nand2 20
cell usage after synthesis (2+ instances only):
master     n  share of area
buf_2      4         0.0084
nor3_1    12          0.025
nor3b_1    4          0.013
xnor2_1   10          0.037
nand4_1    8          0.021
edfxtp_1  14           0.18
nor2b_1    2         0.0053
xor2_1    16          0.059
or2_2      2         0.0053
nand2b_1   2         0.0053
nand2_1   20          0.032
and2_1     2         0.0053
a21oi_1    7          0.015
inv_1     12          0.019
and3_1     5          0.013
ha_1      15          0.079
or3_1      4          0.011
a31oi_1    2         0.0053
nor2_1    16          0.025
o211ai_1   3         0.0095
mux2_2     8          0.038
nand3_1   14          0.029
dfxtp_1   30           0.25
nor4_1     3         0.0079
clkbuf_1   4         0.0063
a211o_1    2         0.0074
nand4b_1   2         0.0074
o21ai_0    5          0.011
state kept, by name (all words and copies together), names as in the netlist:
| name | flops |
|---|---|
| pos | 4 |
| count | 16 |
| com | 1 |
| seg | 1 |
| buf_byte | 8 |
| f.count | 11 |
| en | 2 |
| f.nclk | 1 |
metal layers:
layer / share of wire / track usage / vias up
met5: 0 / 0 / -
met1: 0.52 / 0.161 / 784
met4: 0.0086 / 0.00926 / 0
met3: 0.030 / 0.0187 / 4
li1: - / - / 900
met2: 0.44 / 0.162 / 22
path summary, 6_finish.rpt:
path	endpoint	slack [ps]	start
max reg2reg	seg	1840	count[0]
min reg2reg	en[1]	370	seg
min	en[1]	370	seg
max	seg	1840	count[0]
power breakdown:
group	total (W)	switching, W	internal, W
combinational	0.00000332	0.00000214	0.00000118
clock	0.000320	0.000119	0.000201
sequential	0.000311	0	0.000311
logic make-up after synthesis:
kind of cell    count (synthesis)
simple gates                  106
mux                             8
buf+inv                        21
xor+xnor                       26
flops                          44
fa+ha+maj                      15
compound gates                 27
layout make-up:
| type | instances | area [um2] |
|---|---|---|
| clock buffer | 6 | 82.6 |
| fill | 766 | 5000 |
| tap | 102 | 128 |
| inverter | 12 | 45.0 |
| multi-input combinational | 182 | 1270 |
| timing repair buffer | 11 | 110 |
| sequential | 44 | 1020 |
| clock inverter | 2 | 35.0 |
Power figures rest on the tool's default switching activity, not on a simulated workload.
