==> design/flow/design.v <==
`timescale 1ns / 1ps
module baud_rate_gen(clk,nclk);
	input clk;
	output reg nclk;
	reg [11:0] count;
	initial begin
		nclk=0;
		count=0;
	end
	always @(posedge clk) begin
		count=count+1;
		if((count==12'd1302)) begin
			nclk=~nclk;
			count=0;
		end
	end
endmodule
`timescale 1ns / 1ps
module memory(clk,add,out_byte);	  
	input [4:0] add;
	input clk;
	output reg  [7:0] out_byte;
	reg [7:0] mem [15:0];
	initial begin	
		mem[0]=8'h4B;
		mem[1]=8'h49;
		mem[2]=8'h53;
		mem[3]=8'h48;
		mem[4]=8'h41;
		mem[5]=8'h4E;
		mem[6]=8'h20;
		mem[7]=8'h20;
		mem[8]=8'h20;
		mem[9]=8'h50;
		mem[10]=8'h41;
		mem[11]=8'h54;
		mem[12]=8'h45;
		mem[13]=8'h4C;
		mem[14]=8'h0A;
		mem[15]=8'h0D;
	end		
	always @(posedge clk) begin
		out_byte = mem[add];
	end
endmodule
`timescale 1ns / 1ps
module tx_byte(clk,tx,ip);
	input clk,ip;
	wire nclk;
	output reg tx;
	reg com;
	wire [7:0] t_byte;
	reg [4:0] add;
	reg [4:0] pos;
	wire [7:0] out_byte;
	reg en;
	initial begin
		add=0;
		tx=1;
		pos=0;
		com=0;
	end		
	memory m1(clk,add,out_byte);
	baud_rate_gen brg1(clk,nclk);
	always @(posedge nclk) begin
	if (add<16) begin	
		if (pos==9) begin
			tx=1;
			add=add+1;
			pos=0;
			com=0;
		end		
		else if(com==1) begin
			tx = out_byte[pos-1];	
			pos=pos+1;
		end
		else if((ip==1) && (pos==0)) begin
				com=1;
				tx=0;
				pos=pos+1;	
		end
	end
	else if(ip==0) begin
				pos=0;
				add=0;
	end
	end
endmodule
==> design/flow/run.sh <==
#!/bin/bash
# OpenROAD 26Q1-2900-gdf79404cd8, Yosys 0.63+post, stock flow scripts
make -C /OpenROAD-flow-scripts/flow DESIGN_CONFIG=/design/flow/config.mk WORK_HOME=/design/flow/orfs finish
==> design/flow/config.mk <==
export PLATFORM = sky130hd
export DESIGN_NAME = tx_byte
export DESIGN_NICKNAME = tx_byte
export VERILOG_FILES = /design/flow/design.v
export SDC_FILE = /design/flow/constraint.sdc
export NUM_CORES = 4
export LEC_CHECK = 1
export CORE_UTILIZATION = 30
==> design/flow/constraint.sdc <==
current_design tx_byte

set clk_period 3.2
set clk_io_pct 0.2

create_clock -name clk0 -period $clk_period [get_ports {clk}]

set non_clock_inputs [all_inputs -no_clocks]
set_input_delay [expr $clk_period * $clk_io_pct] -clock clk0 $non_clock_inputs
set_output_delay [expr $clk_period * $clk_io_pct] -clock clk0 [all_outputs]
==> impl_metrics.json <==
{
  "hold_class": "reg -> reg",
  "untimed_endpoints": 32,
  "synth-main-ff-cell": "dfxtp_1",
  "total_leakage_power_nw": 0.734,
  "finClkSkew_ps": 2.94,
  "top_area_frac": 0.222,
  "ys_ff": 32,
  "unclocked_regs": 12,
  "io_buffers": 2,
  "yosysSeqAreaShare": 0.438,
  "timing.fmax_mhz": 463,
  "ys_async_sr_fraction": 0,
  "syn_avg_cell_area_um2": 9.88,
  "drive_gt1_frac": 0.0568,
  "dp_slack_ps": 1040,
  "ios": 3,
  "synth_cells": 178,
  "grt_max_degree": 17,
  "netlist_area_um2": 1760,
  "dp_cells": 244,
  "dp_hpwl_um": 1920,
  "setup_violations": 0,
  "n_fill_cell": 557,
  "rsz0062_at_grt": "false",
  "cp_slowest_cell": "dfxtp_1",
  "multi_input_comb_area_um2": 902,
  "drv_cap": 0,
  "cp.arrival_ps": 2080,
  "synthTopCellsByArea": "edfxtp_1, dfxtp_1, ha_1",
  "ys_cells": 178,
  "wl_um": 2620,
  "min_period_ps": 2160,
  "final.setup.tns_ps": 0,
  "status": "completed",
  "tightestPinTransition_ps": 514,
  "crit_fanout": 8,
  "fp-utilization": 0.316,
  "drc_errors": 0,
  "ir_drop_mv": 0.117,
  "cts-root-buf": "clkbuf_8",
  "warning_count": 33,
  "synth_area_leader_cell": "edfxtp_1",
  "yosysWarnings": 3,
  "crit_chain": "ha_1, and4_1, mux2i_1, a211oi_2, nor4_4",
  "crit_required_ps": 3120,
  "slew_viol_final": 0,
  "track_usage": 0.0934,
  "finalCritPeriodShare": 0.675,
  "ctsLongestPathBuffers": 2,
  "crit_type": "reg -> reg",
  "p_per_area_nw_per_um2": 264,
  "dieArea_um2": 6170,
  "cts_hold_buffers": 0,
  "antenna_found_initial": 0,
  "gp_congestion": 0.817,
  "finalHoldViolCount": 0,
  "post-cts-setup-buffers": 0,
  "cts_max_level": 1,
  "grt_pass1_wl_um": 4700,
  "wl_per_cell_um": 10.5,
  "critical_path_buf_inv_count": 0,
  "yosysUniqueCellTypes": 44,
  "cts_tree": "yes",
  "dieHeight_um": 78.6,
  "ys_top_cells_by_count": "nor2_1, dfxtp_1, edfxtp_1",
  "synth-edff-count": 13,
  "core_area_um2": 5570,
  "yosys-stat-area_um2": 1760,
  "flop_area_um2": 771,
  "routed_via_density": 4.67,
  "clock.latency.late_pin_ps": 250,
  "diodes": 0,
  "cts_resized": 0,
  "drtIter0Drc": 71,
  "worst_setup_path_start_kind": "register",
  "final_core_util": 0.341,
  "overflow": 0,
  "critPathCaptureType": "register",
  "drtPass1Iterations": 4,
  "critPathTopFamily": "simple AND/OR/NAND/NOR gates",
  "die_x_um": 78.6,
  "grt_pass1_vias": 1051,
  "rows": 27,
  "fin_cells": 248,
  "cts_buffers": 3,
  "postRouteAntennaNets": 0,
  "via_count": 1159,
  "maxSlewHeadroom": 0.648,
  "setup_slack_ps": 1040,
  "cpPeakStageDelay_ps": 450,
  "syn_to_final_growth_pct": 7.97,
  "clk_pin_slew_ps": 70,
  "synthMostInstantiatedCell": "nor2_1"
}
==> layout make-up <==
type | instances | share of cell area
Inverter | 12 | 0.0237
Tap cell | 72 | 0.0474
Multi-Input combinational cell | 126 | 0.475
Sequential cell | 32 | 0.406
Clock inverter | 1 | 0.0158
Clock buffer | 3 | 0.0217
Timing Repair Buffer | 2 | 0.0105
==> cell families (layout without fill, tap and decap cells) <==
family,count (synthesis),count (layout),synth area share
buf+inv,20,18,0.0491
mux,8,8,0.0526
compound gates,22,22,0.0932
xor+xnor,16,16,0.0797
flops,32,32,0.438
fa+ha+maj,11,11,0.0782
simple gates,69,69,0.209
==> metal layers <==
metal,global-route usage,vias up,wire length [um]
met1,0.153,522,1410
li1,-,623,-
met3,0.00826,2,38
met2,0.139,12,1130
met5,0,-,0
met4,0.0130,0,30
==> worst paths after layout <==
check	start	slack, ps	cells past startpoint	to
max	brg1.count[0]	1040	5	brg1.nclk
min reg2reg	brg1.count[9]	500	1	brg1.count[9]
max reg2reg	brg1.count[0]	1040	5	brg1.nclk
min	brg1.count[9]	500	1	brg1.count[9]
==> worst register-to-register path, delay by kind of cell, from the launching register on <==
family                     cells  cell delay [ps]
AOI/OAI and AO/OA              1              120
adders and majority gates      1              300
DFF                            1              450
muxes                          1              220
and+or+nand+nor                2              730
==> power breakdown <==
group | switching [mW] | total [mW] | leakage [nW] | internal, mW
clock | 0.0809 | 0.248 | 0.0357 | 0.167
sequential | 0 | 0.251 | 0.284 | 0.251
combinational | 0.00161 | 0.00292 | 0.414 | 0.00131
==> sequential cells by signal, indices dropped and copies added, names as in the netlist <==
| register | cells |
|---|---|
| add | 5 |
| tx | 1 |
| pos | 5 |
| m1.out_byte | 7 |
| brg1.nclk | 1 |
| brg1.count | 12 |
| com | 1 |
==> cell usage in the layout, fill, tap and decap left out, types with 2 or more instances in the layout <==
| cell | Yosys | layout |
|---|---|---|
| and3_1 | 3 | 3 |
| clkbuf_8 | 0 | 3 |
| nor2_1 | 24 | 24 |
| o31ai_1 | 2 | 2 |
| edfxtp_1 | 13 | 13 |
| and4_1 | 2 | 2 |
| a41oi_1 | 2 | 2 |
| nor3_1 | 3 | 3 |
| nand4_1 | 2 | 2 |
| mux2i_1 | 7 | 7 |
| inv_1 | 12 | 12 |
| clkdlybuf4s50_1 | 0 | 2 |
| ha_1 | 11 | 11 |
| xor2_1 | 7 | 7 |
| nor2b_1 | 2 | 2 |
| nand3_1 | 11 | 11 |
| a21oi_1 | 3 | 3 |
| nand2_1 | 10 | 10 |
| and2_1 | 2 | 2 |
| dfxtp_1 | 19 | 19 |
| xnor2_1 | 9 | 9 |
| o21ai_0 | 4 | 4 |
==> metrics by stage <==
step                      hold WS [ps]  power, mW  area, um2
after floorplan                    466      0.258       1760
after global placement             492      0.260       1830
after detailed placement           493      0.260       1830
after CTS                          506      0.509       1900
after global routing               525      0.523       1900
final                              501      0.502       1900
Power is estimated from default activity; no workload was simulated.
